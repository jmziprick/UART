--- flow/design.v ---
module Tx(input wire clk, input wire reset, input wire [0:7]dataByte, input wire txStart, output reg tx);
	reg [0:13]counter = 0;  
	localparam MAX_TICK = 5208;
	reg [0:2]bitPos = 0;
	reg [1:0]state = 0;
	reg [1:0]nextState = 0;
	localparam [1:0]
		IDLE = 2'b00,
		START = 2'b01,
		DATA = 2'b10,
		STOP = 2'b11;
	always @(posedge clk, posedge reset)
	begin
		if(reset)
		begin
			counter <= 0;
			bitPos <= 0;
			nextState <= IDLE;
		end
		else
		begin
			state <= nextState;
			case(state)
				IDLE:
				begin
					tx <= 1'b1;
					bitPos <= 0;
					counter <= 0;
					if(txStart)
						nextState <= START;
				end
				START:
				begin
					tx <= 1'b0;
					counter <= counter + 1;
					if(counter == MAX_TICK)
					begin
						nextState <= DATA;
						counter <= 0;
					end
				end
				DATA:
				begin
					tx <= dataByte[bitPos];
					counter <= counter + 1;
					if(bitPos < 7 && counter == MAX_TICK)
					begin
						bitPos <= bitPos + 1;
						counter <= 0;
					end
					else if(bitPos == 7 && counter == MAX_TICK)
					begin
						nextState <= STOP;
						counter <= 0;
					end
				end
				STOP:
				begin
					tx <= 1'b1;
					if(txStart == 0)
						counter <= counter + 1;
					if(counter >= MAX_TICK)
					begin
						counter <= 0;
						nextState <= IDLE;
					end
				end
			endcase
		end
	end
endmodule
--- flow/config.mk ---
export PLATFORM = sky130hd
export DESIGN_NAME = Tx
export DESIGN_NICKNAME = Tx
export VERILOG_FILES = /design/flow/design.v
export SDC_FILE = /design/flow/constraint.sdc
export NUM_CORES = 4
export LEC_CHECK = 1
export CORE_AREA = 10 10 96 96
export DIE_AREA = 0 0 106 106
--- flow/run.sh ---
#!/bin/bash
# OpenROAD 26Q1-2900-gdf79404cd8, Yosys 0.63+post, stock flow scripts
make -C /OpenROAD-flow-scripts/flow DESIGN_CONFIG=/design/flow/config.mk WORK_HOME=/design/flow/orfs finish
--- flow/constraint.sdc ---
current_design Tx

set clk_period 2.2
set clk_io_pct 0.2

create_clock -name clk0 -period $clk_period [get_ports {clk}]

set non_clock_inputs [all_inputs -no_clocks]
set_input_delay [expr $clk_period * $clk_io_pct] -clock clk0 $non_clock_inputs
set_output_delay [expr $clk_period * $clk_io_pct] -clock clk0 [all_outputs]
==> ds_physical_params.txt <==
Physical design parameters

Parameter                              Value

Status
  Outcome .................. finished, final reports clean

Synthesis
  Area share, top type .................. 31.8%
  Cell type with the largest total area after synthesis .................. dfrtp_1
  Most instantiated flip-flop cell in the synthesis netlist .................. dfrtp_1
  Yosys synthesis chip area .................. 0.00149 sq mm
  Number of warnings issued by yosys .................. 1
  Yosys Instances .................. 161
  Combined area of all synthesized cells .................. approximately 0.0015 sq mm
  Cell with the most instances after synthesis .................. dfrtp_1
  Async set or reset register ratio after synthesis .................. 86.4%
  Instance tally after logic synthesis .................. 161
  Number of distinct standard cells referenced by the synthesized netlist .................. 44
  Post-synthesis sequential element count .................. 22
  Area contributors post-synth .................. dfrtp_1, ha_1, edfxtp_1, o21ai_0, nand4_1
  Avg Inst Size Synth .................. 9.28 sq um
  Most common library cells after synthesis .................. dfrtp_1, o21ai_0, nand2_1
  Seq share, synth .................. between 30% and 40%
  EDFF count, synth .................. 3

GRT
  Initial antenna violation count .................. 0
  Wire length of the first global-routing pass .................. 6310 microns
  Total routing usage reported by global routing .................. 6.55%
  Total grt overflow .................. 0
  Maximum number of pins on one net before global-route repair .................. 15
  Number of global-route vias before repair .................. 1209

Clock network
  TritonCTS clock tree .................. yes
  Number of levels the H-tree was split into .................. 1
  Setup bufs post-CTS .................. 0
  Insertion delay of the later-clocked pin in the worst-skew pair .................. around 0.27 ns
  Clock tree root buffer cell .................. clkbuf_8
  Quantity of hold-fixing buffers added after cts .................. 0
  Number of clock buffers inserted by TritonCTS .................. 3
  Post-CTS clock slew at the launch and capture registers of the worst setup and hold paths .................. ~0.090 ns
  Clk sink count .................. 22
  Post-cts gate resize count .................. 0
  Number of buffers on the longest clock path .................. 2

Floorplanning
  Std-Cell Rows .................. 31
  Floorplan Core Area .................. 0.00721 sq mm
  X dimension of the die .................. 106 microns
  Die span in y .................. between 100 and 150 microns
  Chip area .................. roughly 0.011 sq mm
  Count of boundary I/O pins .................. 12
  Effective utilization at floorplan .................. 20.7%

Routing
  Drt initial violations .................. 147
  Drt first pass iters .................. 4
  Total vias in the final route .................. 1344
  DRC viols .................. 0
  Vias per std cell .................. 4.75
  Routed WL .................. 3680 microns
  Antenna diodes .................. 0
  Number of nets still failing antenna checks after routing .................. 0
  Mean routed wirelength per cell .................. approximately 13 microns

Timing
  Endpoints failing setup .................. 0
  Final critical-path required period .................. 2.08 ns
  Setup TNS Final .................. 0 ns
  Pin slew with the least headroom to its limit .................. 0.608 ns
  Final Max Tran Viols .................. 0
  Worst slew margin .................. 59.3%
  Period Utilization, post-route .................. 94.4%
  Final Hold Violation Tally .................. 0
  Setup repair after global routing missed its margin .................. no
  Maximum operating frequency .................. ~480 MHz
  Final Skew .................. 0.0147 ns

Worst setup path
  Endpoint type of the worst setup path .................. register
  Critical path data arrival time .................. between 2 and 2.5 ns
  Worst setup path category .................. reg -> reg
  R2R Path End .................. counter[11]
  Crit Path Max Fanout .................. 12
  Endpoint of the most critical setup path .................. counter[11]
  Reg-to-reg startpoint .................. state[1]
  Slack of the worst reg-to-reg path .................. 0.12 ns
  Logic depth of the worst register-to-register path .................. 5
  Startpoint types .................. register
  Worst path required time .................. approximately 2.3 ns
  Start point of the critical path .................. state[1]

Power and ir drop
  Static power due to leakage .................. roughly 0.72 nW
  Internal power of the cells .................. 0.00115 W
  Overall power .................. 0.00190 W
  Part of the total power dissipated in sequential elements .................. 33.1%
  Combinational power share .................. 46.7%
  Power per unit of standard cell area .................. 1000 mW/mm^2
  Largest voltage drop on the vdd net .................. 0.000388 V
  Clk pwr share .................. about 20%
  Switching part of the total power .................. 39.6%
  Total net switching power .................. 0.000750 W

Flow run
  Number of warnings in the stage logs .................. 29
  MaxCap Viol Count .................. 0

Cells and area
  Layout cell share with drive strength beyond 1 .................. 15.8%
  Fill cells .................. 776
  Post-layout utilization of the core .................. 26.2%
  Area growth from synthesis to layout .................. 26.3%

Place
  Count of port buffers added during placement .................. 11
  HPWL reported at the end of detailed placement .................. roughly 2800 microns
  Placer's final routability congestion estimate .................. 0.870

Min path
  Hold crit path type .................. in -> async
## worst min-delay path by stage
stage         startpoint  cells past startpoint   endpoint
finish             reset                      2  bitPos[0]
CTS                reset                      2  bitPos[0]
global route       reset                      2  bitPos[0]
## routing by layer
layer	global-route usage, %	wire (microns)	share of wire, %
met5	0	0	0
met1	10.2	1830	50
met2	9.50	1620	44
met3	1.35	188	5.1
met4	0.580	43	1.2
## per-stage QoR
stage               worst slack, ns  hold WS, ns  cells  cell area (sq um)
floorplan                   0.00766        0.425    161               1490
global placement              0.138        0.434    279               1810
detailed placement            0.128        0.442    279               1810
CTS                           0.106        0.406    283               1880
global route                 0.0367        0.411    283               1890
finish                        0.122        0.400    283               1890
## power groups by stage
stage                 sequential [W]  combinational (W)  clock [W]
final                       0.000627           0.000886   0.000382
after global routing        0.000644           0.000980   0.000413
after CTS                   0.000626           0.000874   0.000394
## flip-flops by register name, indices dropped and copies added (netlist names)
| signal | cells |
|---|---|
| state | 2 |
| bitPos | 3 |
| counter | 14 |
| nextState | 2 |
| tx | 1 |
## layout by cell type, fill, tap and decap left out, types with 2 or more instances in the layout
cell type / instances
edfxtp_1: 3
o32ai_1: 2
buf_4: 13
dfrtp_1: 19
nand3_1: 11
nand2_1: 13
clkbuf_8: 3
nand4_1: 11
nor2_1: 7
a211oi_1: 4
a31oi_1: 8
nand2b_1: 3
o21ai_0: 15
inv_1: 10
a21oi_1: 2
mux2i_1: 3
mux4_2: 2
ha_1: 8
clkdlybuf4s50_1: 11
or3_4: 2
nor3_1: 5
nand4bb_1: 2
o211ai_1: 2
and2_1: 2
## critical path, stage by stage (launching register included)
cell      delay, ns
edfxtp_1       0.44
ha_1           0.26
or2_2          0.35
or3_1          0.55
nand3_1        0.22
o32ai_1        0.10
## layout make-up
class / instances / area, sq um / area share, %
sequential: 22 / 566 / 30.0
inverter: 10 / 37.5 / 1.99
clock inverter: 1 / 30.0 / 1.59
clock buffer: 3 / 41.3 / 2.19
multi-input combinational: 124 / 881 / 46.7
timing repair buffer: 24 / 208 / 11.0
tap: 99 / 124 / 6.56
## cells by family (layout without fill, tap and decap cells)
logic type,after synthesis,in the layout,synth area share [%]
adders and majority gates,8,8,6.70
AOI/OAI and AO/OA,43,43,19.8
muxes,7,7,6.78
DFF,22,22,37.9
and+or+nand+nor,66,66,25.1
buffers and inverters,15,38,3.77
Power and IR drop assume default switching activity.
