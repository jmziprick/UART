==> ./design.v <==
`timescale 1ns / 1ps
module Rx(input wire clk, input wire reset, input wire rx, output wire [0:7]dataByte, output reg dataInEnable);
	reg [0:13]counter = 0;  
	localparam MAX_TICK = 5208;
	localparam [1:0]
		IDLE = 2'b00,
		START = 2'b01,
		DATA = 2'b10,
		STOP = 2'b11;
	reg [0:2]bitPos = 0;
	reg [0:7]dataBuff = 0;
	reg [1:0]state = 0;
	reg [1:0]nextState = 0;
	assign dataByte = dataBuff;
	always @(posedge clk, posedge reset)
	begin
		if(reset)
		begin
			nextState <= IDLE;
			counter <= 0;
			bitPos <= 0;
			dataBuff <= 0;
			dataInEnable <= 0;
		end
		else
		begin
			state <= nextState;
			case(state)
				IDLE:
				begin
					dataInEnable <= 1'b0;
					counter <= 0;
					bitPos <= 0;
					if(state == IDLE && rx == 0)
						nextState <= START;
				end
				START:
				begin
					counter <= counter + 1;
					if(counter == MAX_TICK / 2)
					begin
						if(rx == 0)  
						begin
							nextState <= DATA;
							counter <= 0;
						end
						else
							nextState <= IDLE;
					end
				end
				DATA:
				begin
					counter <= counter + 1;
					dataBuff[bitPos] <= rx;
					if(bitPos < 7 && counter == MAX_TICK)
					begin
						bitPos <= bitPos + 1;
						counter <= 0;
					end
					else if(bitPos == 7 && counter == MAX_TICK)
						nextState <= STOP;
				end
				STOP:
				begin
					dataInEnable <= 1'b1;
					counter <= counter + 1;
					if(counter == MAX_TICK)
					begin
						nextState <= IDLE;
						counter <= 0;
					end
				end
			endcase
		end
	end
endmodule
==> ./run.sh <==
#!/bin/bash
# OpenROAD 26Q1-2900-gdf79404cd8, Yosys 0.63+post, stock flow scripts
make -C /OpenROAD-flow-scripts/flow DESIGN_CONFIG=/design/flow/config.mk WORK_HOME=/design/flow/orfs finish
==> ./config.mk <==
export PLATFORM = sky130hd
export DESIGN_NAME = Rx
export DESIGN_NICKNAME = Rx
export VERILOG_FILES = /design/flow/design.v
export SDC_FILE = /design/flow/constraint.sdc
export NUM_CORES = 4
export LEC_CHECK = 1
export CORE_AREA = 10 10 104 104
export DIE_AREA = 0 0 114 114
==> ./constraint.sdc <==
current_design Rx

set clk_period 2.2
set clk_io_pct 0.2

create_clock -name clk0 -period $clk_period [get_ports {clk}]

set non_clock_inputs [all_inputs -no_clocks]
set_input_delay [expr $clk_period * $clk_io_pct] -clock clk0 $non_clock_inputs
set_output_delay [expr $clk_period * $clk_io_pct] -clock clk0 [all_outputs]
==> results.json <==
{
  "synth_cells": 151,
  "p_leak_nw": 0.810,
  "fp_util_pct": 18.2,
  "syn_to_final_growth_pct": 21.2,
  "h-tree-depth": 2,
  "drt_pass1_iterations": 4,
  "setup_viol": 0,
  "endpoint_kind": "flop",
  "die_w_um": 114,
  "die-height_um": 114,
  "syn_area_per_cell_um2": 10.5,
  "critPathMaxFanout": 4,
  "cp-start-kind": "flop",
  "place_hpwl_mm": 2.30,
  "first_iter_violations": 36,
  "cts.reportedPaths.clkPinSlew_ns": 0.06,
  "ys_chip_area_mm2": 0.00158,
  "warnings": 31,
  "worstPathArrival_ns": 2.15,
  "ys_cells": 151,
  "io_pins": 12,
  "detail-route-antenna-nets": 0,
  "vias": 1086,
  "hp-class": "flop to flop",
  "report.final.hold_viol_count": 0,
  "cts_setup_buffers": 0,
  "drc": 0,
  "powerDensity_mw_per_mm2": 759,
  "antenna_found_initial": 0,
  "drv_slew": 0,
  "slew_headroom_pct": 68.5,
  "grt_pass1_vias": 1111,
  "total_power_mw": 1.45,
  "ir_drop_mv": 0.264,
  "grt_max_degree": 21,
  "clkLatencyLatePin_ns": 0.27,
  "ys_warn_count": 1,
  "wl_per_cell_um": 10.8,
  "outcome": "completed",
  "drive_above_1_share_pct": 9.41,
  "postSynthSeqShare_pct": 48.2,
  "rows": 34,
  "cts_resized": 0,
  "cts_buffers": 5,
  "clk_path_buf_depth": 2,
  "final_common_cell": "dfrtp_1",
  "ys_types": 33,
  "worstSetupPathType": "flop to flop",
  "via_per_inst": 3.91,
  "finalClockPeriodUsage_pct": 90.3,
  "rsz0062_at_grt": "no",
  "antennaDiodeCount": 0,
  "gp_congestion": 0.802,
  "min_period_ns": 1.99,
  "max_freq_ghz": 0.504,
  "cts_tree": "done",
  "worst_pin_slew_ns": 0.472,
  "synth_flops": 30,
  "clock_sink_count": 30,
  "holdBufCountCts": 0,
  "cp.required_ns": 2.36,
  "final.setup.tns_ns": 0,
  "drv_cap": 0,
  "chip_area_mm2": 0.0130,
  "grt_usage_pct": 4.97,
  "drt-total-wl_mm": 3.00,
  "fin_worst_skew_ns": 0.00457,
  "port_buffers": 11,
  "n_fill_cell": 954,
  "grt_pass1_wl_mm": 5.46,
  "cts-root-buf": "clkbuf_8",
  "final_cell_mix": "28 x dfrtp_1, 20 x o21ai_0, 18 x nor2_1",
  "grt-ovfl-total": 0,
  "netlist_area_mm2": 0.00158,
  "core_area_mm2": 0.00868,
  "ff2ff_setup_slack_ns": 0.21
}
-- area by class of cell --
type	instances	area (µm²)	area share [%]
sequential	30	761	39.7
timing repair buffer	13	125	6.54
multi-input combinational	109	766	40.0
inverter	11	41.3	2.16
clock buffer	7	86.3	4.51
tap	108	135	7.06
-- registers in the layout, indices dropped and copies added, names as in the netlist --
name	cells
dataBuff	8
nextState	2
dataInEnable	1
bitPos	3
counter	14
state	2
-- worst max-delay path, cell delays in order, from the launching register on --
cell	delay [ns]
dfrtp_1	0.41
inv_1	0.07
ha_1	0.14
nor4b_4	0.22
nand4_2	0.16
a22o_1	0.27
a211oi_2	0.25
mux2_2	0.35
-- path summary, 6_finish.rpt --
path                                          start                  endpoint  cells past startpoint
hold reg to reg            nextState[1]$_DFFE_PP0P_        state[1]$_DFFE_PN_                      0
hold / removal             nextState[1]$_DFFE_PP0P_        state[1]$_DFFE_PN_                      0
setup reg to reg              counter[13]$_DFF_PP0_  nextState[1]$_DFFE_PP0P_                      7
min in group asynchronous                     reset  nextState[1]$_DFFE_PP0P_                      2
max in group asynchronous                     reset     counter[11]$_DFF_PP0_                      3
setup / recovery              counter[13]$_DFF_PP0_  nextState[1]$_DFFE_PP0P_                      7
-- per-stage QoR --
stage | worst slack [ns] | instances | hold slack (ns) | util (%) | area, µm²
2_1_floorplan | 0.320 | 151 | 0.421 | - | 1580
3_3_place_gp | 0.253 | 271 | 0.439 | 21.1 | 1830
3_5_place_dp | 0.199 | 271 | 0.439 | 21.1 | 1830
4_1_cts | 0.198 | 278 | 0.457 | 22.1 | 1910
5_1_grt | 0.0521 | 278 | 0.473 | 22.1 | 1910
6_report | 0.214 | 278 | 0.456 | 22.1 | 1910
-- report_power, final --
part           internal, mW  total, mW  switching [mW]
clock                 0.248      0.440           0.192
combinational         0.168      0.345           0.177
sequential            0.623      0.669          0.0463
total                  1.04       1.45           0.415
-- cells in the mapped netlist (all sizes together) --
master,count,share of area (%)
dfrtp,28,44
o32a,1,0.63
nand2b,2,0.79
nor4b,2,2.1
nand3,5,1.6
a22o,1,0.55
and4bb,1,0.79
and4,1,0.55
mux2i,1,0.63
xnor2,3,1.7
ha,11,8.7
and3,3,1.2
nand4b,1,0.55
nand3b,1,0.48
nand2,10,2.4
nor2,18,4.3
xor2,8,4.4
buf,1,0.71
nor3b,1,0.48
a211oi,1,0.79
and2,3,1.2
mux2,3,2.1
nor3,1,0.32
o31ai,1,1.3
a21oi,1,0.32
nand4,6,2.8
o21ai,20,6.3
o21a,2,0.95
and3b,1,0.55
inv,11,2.6
edfxtp,2,3.8
-- metal layers --
metal	global-route usage, %	wire length (µm)	up-vias
met4	0.668	34	0
met2	6.61	1150	18
met1	7.60	1630	503
met5	0	0	-
li1	-	-	560
met3	1.91	188	5
-- kinds of logic (layout without fill, tap and decap cells) --
group,Yosys count,in the layout,share of synthesized area [%]
AND-OR/OR-AND,27,27,10.9
XOR/XNOR,11,11,6.10
adder cells (fa/ha/maj),11,11,8.72
buffers and inverters,12,31,3.33
flip-flops,30,30,48.2
multiplexers,4,4,2.77
AND/OR/NAND/NOR,56,56,20.0
